## run.sh

```bash
#!/bin/bash
# OpenROAD 26Q1-2900-gdf79404cd8, Yosys 0.63+post, stock flow scripts
make -C /OpenROAD-flow-scripts/flow DESIGN_CONFIG=/design/flow/config.mk WORK_HOME=/design/flow/orfs finish
```

## config.mk

```make
export PLATFORM = sky130hd
export DESIGN_NAME = seven_segment
export DESIGN_NICKNAME = seven_segment
export VERILOG_FILES = /design/flow/design.v
export SDC_FILE = /design/flow/constraint.sdc
export NUM_CORES = 4
export LEC_CHECK = 1
export CORE_AREA = 10 10 70 70
export DIE_AREA = 0 0 80 80
```

## constraint.sdc

```tcl
current_design seven_segment

set clk_period 1.0
set clk_io_pct 0.2

create_clock -name clk0 -period $clk_period

set non_clock_inputs [all_inputs -no_clocks]
set_input_delay [expr $clk_period * $clk_io_pct] -clock clk0 $non_clock_inputs
set_output_delay [expr $clk_period * $clk_io_pct] -clock clk0 [all_outputs]
```

## design.v

```verilog
module seven_segment (
  input  logic [3:0] num,
  output logic [6:0] hex
);
always_comb
  case (num)
    4'b0000 : hex = 7'b011_1111;  
    4'b0001 : hex = 7'b000_0110;  
    4'b0010 : hex = 7'b101_1011;  
    4'b0011 : hex = 7'b100_1111;  
    4'b0100 : hex = 7'b110_0110;  
    4'b0101 : hex = 7'b110_1101;  
    4'b0110 : hex = 7'b111_1101;  
    4'b0111 : hex = 7'b000_0111;  
    4'b1000 : hex = 7'b111_1111;  
    4'b1001 : hex = 7'b110_1111;  
    4'b1010 : hex = 7'b111_0111;  
    4'b1011 : hex = 7'b111_1100;  
    4'b1100 : hex = 7'b011_1001;  
    4'b1101 : hex = 7'b101_1110;  
    4'b1110 : hex = 7'b111_1001;  
    4'b1111 : hex = 7'b111_0001;  
  endcase
endmodule
```

==> notes.md <==
run metrics: CP Max Fanout=4, Residual DRC=0, Die H=80 um, synth warn=1, P&R area growth vs syn=121.7%, Seq cells=0, Placed Area=between 500 and 600 um^2, yosys stat cell total=33, post-route ant nets=0, Tightest Hold Check Type=input port to output pin, crit path DAT=about 1.3 ns, synthesized area per cell=roughly 8.7 um^2, slowest CP cell=mux4_2, number of global-route vias before repair=335, Final Instance Area=roughly 640 um^2, I/O pin count=11, Power Density=372.8 nW/um^2, final hold violations=0, register area=0 um^2, placed wire-length estimate=~750 um, worst slew pin tran=roughly 0.26 ns, violated checks=negative setup slack, vias post-DR=roughly 330, LEAKAGE=approximately 0.00026 uW, ratio of cells with drive above 1 in the final layout=about three quarters, vias per cell=approximately 3.3, IO Port Bufs=11, area share, top type=between 30 and 40%, crit path cell chain=buf_8 -> buf_12 -> inv_12 -> ha_4 -> mux4_2 -> buf_2, WL final=1008 um, ant diodes=0, post-synthesis cell count=33, largest stage delay on the critical path=between 0.4 and 0.5 ns, Yosys top cell by instances=ha_1, cycle use final=144.6%, largest net degree at the start of global routing=7, top post-synthesis cells by count=ha_1 (7), inv_1 (5), a21oi_1 (3), mux2_2 (3), kind of critical path=input port to output pin, Core Rows=21, Post-synth seq share=0%, synth top area cells=ha_1 (30%), mux2_2 (12%), mux4_1 (9.1%), post-synth top area cell=ha_1, GRT Residual Overflow=0, Final Setup Violations=7, Worst setup SP type=input port, GP Congestion=0.7425, hold buffers post-CTS=0, die width=approximately 80 um, CP startpoint=num[1], worst setup margin=-0.4461 ns, Yosys Chip Area=roughly 290 um^2, Cell Area, Synth=287.8 um^2, first-pass GRT wire length=approximately 1600 um, tool warnings=41, maxcap violations=0, Worst setup EP type=output pin, Initial DRC Count=8, GR Util All Layers=between 2 and 3%, initial antenna violation count=0, die area=~6400 um^2, max_slew headroom=approximately 83%, drt pass-1 iters=2, core footprint=around 3400 um^2, crit path DRT=about 0.8 ns, final hold slack=just under 0.9 ns, outcome=finished, violations left, Netlist cell types=17, fp util=around 8.4%, crit path capture=hex[3], RSZ-0062 raised after global routing=true, Max Clk Rate=between 0.6 and 0.7 GHz, Max IR drop VDD=between 0.0001 and 0.00015 V, final core utilization=18.68%, Final Critical Period=about 1.4 ns, Pins Over Slew Limit=0, pre-CTS WS=-1.258 ns, DR WL/cell=10.08 um, Fin Setup TNS=-2.298 ns, Clock buffer cells=0
## worst max-delay path, delay by kind of cell
family | cells | cell delay, ns
muxes | 1 | 0.45
buffers and inverters | 4 | 0.40
adders and majority gates | 1 | 0.19
## metal layers
layer | up-vias | track usage [%] | routed length [um]
li1 | 158 | - | -
met1 | 167 | 3.439 | 420
met2 | 3 | 6.100 | 585
met3 | 0 | 0 | 2
met4 | 0 | 0 | 0
met5 | - | 0 | 0
## final cells by class
class                      instances  area [um^2]
fill                             386         2778
inverter                           5        36.28
multi-input combinational         26        341.6
tap                               46        57.56
timing repair buffer              23        202.7
## repair_timing
action / CTS / global route
resized: 55 / 6
buffers inserted: 2 / 2
pin swaps: 6 / 5
endpoints found under the setup margin: 7 / 7
cloned: 1 / 0
## worst min path at each step
| stage | to | start | cells past startpoint |
|---|---|---|---|
| CTS | hex[6] | num[3] | 4 |
| global route | hex[5] | num[3] | 4 |
| finish | hex[4] | num[1] | 4 |
## cell families after synthesis
| kind of cell | count (synthesis) | share of synthesized area [%] |
|---|---|---|
| buffers and inverters | 7 | 12.17 |
| multiplexers | 6 | 27.83 |
| adder cells (fa/ha/maj) | 7 | 30.43 |
| AND-OR/OR-AND | 6 | 15.22 |
| AND/OR/NAND/NOR | 7 | 14.35 |
## where the power goes
part	leakage (uW)	total, uW	switching, uW	internal (uW)
Sequential	0	0	0	0
Clock	0	0	0	0
Combinational	0.000261	238	95.9	142
## per-stage QoR
| stage | total power, uW | instances |
|---|---|---|
| global route | 257.6 | 100 |
| CTS | 215.2 | 98 |
| finish | 237.9 | 100 |
| global placement | 203.1 | 95 |
| floorplan | 86.44 | 33 |
| detailed placement | 204.9 | 95 |
## placed cells by master, fill, tap and decap left out, types with 2 or more instances in the layout
master / count
mux2i_1: 2
mux2_4: 3
buf_4: 6
ha_4: 4
buf_6: 7
buf_2: 7
a21oi_2: 2
inv_1: 2
ha_2: 2
Power figures rest on the tool's default switching activity, not on a simulated workload.
