$ cat ./run.sh
#!/bin/bash
# OpenROAD 26Q1-2900-gdf79404cd8, Yosys 0.63+post, stock flow scripts
make -C /OpenROAD-flow-scripts/flow DESIGN_CONFIG=/design/flow/config.mk WORK_HOME=/design/flow/orfs finish
$ cat ./config.mk
export PLATFORM = sky130hd
export DESIGN_NAME = biphase_to_nrz
export DESIGN_NICKNAME = biphase_to_nrz
export VERILOG_FILES = /design/flow/design.v
export SDC_FILE = /design/flow/constraint.sdc
export NUM_CORES = 4
export LEC_CHECK = 1
export CORE_AREA = 10 10 98 98
export DIE_AREA = 0 0 108 108
$ cat ./constraint.sdc
current_design biphase_to_nrz

set clk_period 2.6
set clk_io_pct 0.2

create_clock -name clk0 -period $clk_period [get_ports {clk}]

set non_clock_inputs [all_inputs -no_clocks]
set_input_delay [expr $clk_period * $clk_io_pct] -clock clk0 $non_clock_inputs
set_output_delay [expr $clk_period * $clk_io_pct] -clock clk0 [all_outputs]
$ cat ./design.v
module biphase_to_nrz #(
  parameter SHORT_PULSE = 300,  
  parameter IGNORE_PULSE = 25   
) (
  input logic clk,
  input logic rst,
  input logic biphase_in_raw,
  output logic nrz_out,  
  output logic clock_out,
  output logic data_received,
  output logic framing_error,
  output logic glitch_ignored,
  output logic counter_overflow
);
localparam LONG_PULSE = SHORT_PULSE * 2;
localparam TOO_LONG_PULSE = SHORT_PULSE * 3;
localparam COUNTER_SIZE = $clog2(TOO_LONG_PULSE);
localparam COUNTER_1 = { {(COUNTER_SIZE-1){1'b0}}, 1'b1};
logic [COUNTER_SIZE-1:0] counter = '0;
logic biphase_in_1, biphase_in;
logic biphase_last;
logic short_seen;
always_ff @(posedge clk) begin
  {biphase_last, biphase_in, biphase_in_1} <= {biphase_in, biphase_in_1, biphase_in_raw};
end  
always_ff @(posedge clk) begin
  if (rst) begin  
    counter <= '0;
    counter_overflow <= '0;
    data_received <= '0;
    framing_error <= '0;
    glitch_ignored <= '0;
    clock_out <= '0;
  end else if (biphase_last == biphase_in) begin  
    counter <= counter + COUNTER_1;
    if (&counter == 1'b1)
      counter_overflow <= '1;
    data_received <= '0;
    framing_error <= '0;
    glitch_ignored <= '0;
  end else begin  
    counter <= '0;
    counter_overflow <= '0;
    if (counter > TOO_LONG_PULSE || counter_overflow) begin
      framing_error <= '1;
      short_seen <= '0;
    end else if (counter > LONG_PULSE) begin
      data_received <= '1;
      nrz_out <= '1;
      short_seen <= '0;
      clock_out <= ~clock_out;
      if (short_seen)
        framing_error <= '1;
    end else if (counter > SHORT_PULSE) begin
      if (short_seen) begin
        data_received <= '1;
        nrz_out <= '0;
        short_seen <= '0;
        clock_out <= ~clock_out;
      end else begin
        short_seen <= '1;
      end
    end else if (counter < IGNORE_PULSE) begin
      glitch_ignored <= '1;
    end else begin
      framing_error <= '1;
      short_seen <= '0;
    end  
  end  
end  
endmodule
==> impl_metrics.json <==
{
  "cp.required_ns": 2.61,
  "status": "complete, no violations",
  "clockPowerShare_pct": 36.6,
  "synthTopCellsByCount": "18 x dfxtp_1, 14 x nor2_1, 6 x xor2_1",
  "yosys_most_used_dff": "dfxtp_1",
  "syn_area_per_cell_um2": 9.30,
  "clock-skew-final_ns": 0.00379,
  "yosysMostFrequentCell": "dfxtp_1",
  "antenna_found_initial": 0,
  "wl_per_cell_um": 8.07,
  "dieArea_um2": 11700,
  "pwr-share-seq_pct": 58.4,
  "coreArea_um2": 7650,
  "worstSetupStartpointType": "flop",
  "relSlewSlack_pct": 71.5,
  "worstPathArrival_ns": 1.83,
  "ctsHoldBuffers": 0,
  "async_reset_ff_share_pct": 0,
  "diodes": 0,
  "htreeDepth": 1,
  "max-cap-violations": 0,
  "synthToLayoutAreaGrowth_pct": 25.2,
  "cts.path.max_buffers": 2,
  "synth_cell_type_count": 34,
  "yosys_area_um2": 930,
  "drc_errors": 0,
  "path_clk_slew_ns": 0.07,
  "grt_usage_pct": 3.15,
  "netlist.area_leader.share_pct": 38.8,
  "synth_flops": 20,
  "rsz0062_at_grt": "false",
  "post_cts_buffers": 0,
  "worstMarginPinSlew_ns": 0.428,
  "edf_count": 2,
  "peakVddDrop_v": 0.000121,
  "insertion_delay_ns": 0.25,
  "finalCriticalPeriod_ns": 1.82,
  "hold_class": "reg2reg",
  "netlist_area_um2": 930,
  "rows": 32,
  "ys_cells": 100,
  "cp_cell_sequence": "or3_1 -> or2_1 -> or3_4 -> nor2_2 -> nor3_1",
  "drive_gt1_share_pct": 7.34,
  "pwr-share-comb_pct": 5.0,
  "fmax_mhz": 548,
  "crit_slowest_cell": "or3_1",
  "critPathMaxStageDelay_ns": 0.40,
  "drt-pass1-iter-count": 4,
  "finalHoldViolations": 0,
  "ios": 9,
  "viasPerCell": 3.28,
  "netSwitchingFraction_pct": 20.8,
  "post-dp-hpwl_um": 1270,
  "vias": 693,
  "cts_tree": "built",
  "end_kind": "flop",
  "p_int_uw": 433,
  "p_leak_uw": 0.000392,
  "grt_max_degree": 12,
  "slew_viol_final": 0,
  "cts_buffers": 3,
  "top_area_cell": "dfxtp_1",
  "finalSetupViolCount": 0,
  "cts.sinks": 20,
  "drtAntennaViolNets": 0,
  "p_sw_uw": 114,
  "hold_slack_ns": 0.330,
  "openroad.warnings": 27,
  "fin_tns_setup_ns": 0,
  "ys_seq_share_pct": 45.2,
  "die_height_um": 108,
  "critPathKind": "reg2reg",
  "powerDensity_nw_per_um2": 470,
  "grt_pass1_wl_um": 3210,
  "routabilityCongestion": 0.839,
  "grt.overflow.total": 0,
  "port_buffers": 8,
  "fp_util_pct": 12.2,
  "syn_inst": 100,
  "worstPathMaxFanout": 8,
  "fin_crit_sh_pct": 70.1,
  "cts_root_buf": "clkbuf_8",
  "grt_pass1_vias": 714,
  "synthTopCellsByArea": "dfxtp_1 39%, edfxtp_1 6.5%, nor2_1 5.7%, xor2_1 5.7%, ha_1 4.0%",
  "drt_iter0_markers": 23,
  "ys_warn_count": 1,
  "cts_resized": 0,
  "routed_wl_um": 1700,
  "die_w_um": 108
}
-- power groups by stage --
stage	Combinational, µW	Clock (µW)	Sequential, µW
CTS	27.6	210	319
global route	31.6	226	320
finish	27.1	200	319
-- cells by family after synthesis --
| group | count (synthesis) | synth area share (%) |
|---|---|---|
| and+or+nand+nor | 40 | 21.4 |
| AOI/OAI and AO/OA | 21 | 17.8 |
| DFF | 20 | 45.2 |
| xor gates and xnor gates | 8 | 7.54 |
| buffers and inverters | 8 | 4.04 |
| adders and majority gates | 3 | 4.04 |
-- critical path, delay by kind of cell, from the launching register on --
kind          cells  cell delay [ns]
simple gates      5             1.20
flops             1             0.38
-- flip-flops by register name, indices dropped and copies added (netlist names) --
signal / flops
biphase_last: 1
nrz_out: 1
biphase_in_1: 1
framing_error: 1
data_received: 1
biphase_in: 1
counter_overflow: 1
glitch_ignored: 1
clock_out: 1
counter: 10
short_seen: 1
-- layout by cell type (no fill, tap or decap), types with 3 or more instances in the layout --
master / count
inv_1: 5
xor2_1: 6
nand3_1: 4
nor3_1: 4
nand2b_1: 3
o21ai_0: 4
ha_1: 3
nand2_1: 5
clkbuf_8: 3
nor2_1: 14
dfxtp_1: 18
a21oi_1: 4
clkdlybuf4s50_1: 8
a31oi_1: 3
-- metrics by stage --
| stage | area, µm² | power (µW) | utilization, % | cells | setup slack, ns |
|---|---|---|---|---|---|
| 3_3_place_gp | 1120 | 354 | 14.6 | 207 | 0.812 |
| 2_1_floorplan | 930 | 343 | - | 100 | 0.819 |
| 3_5_place_dp | 1120 | 354 | 14.6 | 207 | 0.783 |
| 6_report | 1160 | 547 | 15.2 | 211 | 0.777 |
| 5_1_grt | 1160 | 578 | 15.2 | 211 | 0.685 |
| 4_1_cts | 1160 | 557 | 15.2 | 211 | 0.771 |
-- cell type report --
type	instances	area (µm²)
clock inverter	1	3.75
timing repair buffer	8	80.1
fill	857	6480
tap	102	128
multi-input combinational	72	472
clock buffer	3	41.3
inverter	5	18.8
sequential	20	420
-- worst paths after layout --
path	startpoint	end	slack, ns	depth (start not counted)
setup / recovery	counter[7]$_SDFF_PP0_	short_seen$_SDFFCE_PP0P_	0.78	5
hold / removal	biphase_in_1$_DFF_P_	biphase_in$_DFF_P_	0.33	0
setup reg to reg	counter[7]$_SDFF_PP0_	short_seen$_SDFFCE_PP0P_	0.78	5
hold reg to reg	biphase_in_1$_DFF_P_	biphase_in$_DFF_P_	0.33	0
-- routing by layer --
metal | global-route usage (%) | vias up | wire length, µm
met5 | 0 | - | 0
met4 | 0.668 | 0 | 31
met3 | 0.723 | 2 | 43
met2 | 4.83 | 5 | 724
met1 | 4.44 | 317 | 902
li1 | - | 369 | -
No activity file was given, so power comes from the tool's default toggle rates.
